==> design/flow/design.v <==
module FPGA_model(	i_resetbFPGA,
			i_ready,
			i_mainclk,
			o_resetbAll,
			o_sclk, 
			o_sdout);
parameter opcode_gainA1	= 2;  
parameter opcode_gainA2	= 5;  
parameter sRESET 	= 0;  
parameter sPROGRAM	= 1;  
parameter sIDLE		= 2;  
input i_resetbFPGA; 		 
input i_ready;			 
input i_mainclk;		 
output reg o_resetbAll;		 
output reg o_sclk;		 
output reg o_sdout;		 
reg [1:0] FPGAstate;		 
reg [3:0] count;		 
reg mainclkby2, mainclkby4, mainclkby8, mainclkby16;  
always @ (posedge(i_mainclk) or negedge(i_resetbFPGA))
begin
	if(i_resetbFPGA == 0)
		FPGAstate <= sRESET;
	else
	begin
		case(FPGAstate)
		sRESET: FPGAstate <= sPROGRAM;
		sPROGRAM: 
		begin	
			if(count== 10)
				FPGAstate <= sIDLE;
			else
				FPGAstate <= sPROGRAM;
		end
		sIDLE: FPGAstate <=sIDLE;
		default: FPGAstate <= sIDLE;
		endcase
	end
end
always @(posedge(i_mainclk) or negedge(i_resetbFPGA))
begin
	if(i_resetbFPGA == 0)
		o_resetbAll <= 0;
	else
	begin
		if(FPGAstate == sRESET)
			o_resetbAll <= 0;
		else
			o_resetbAll <= 1;
	end
end
always @ (posedge(i_mainclk) or negedge(i_resetbFPGA))
begin
	if(i_resetbFPGA == 0)
		mainclkby2 <= 0;
	else
		mainclkby2 <= ~mainclkby2;
end
always @ (posedge(mainclkby2) or negedge(i_resetbFPGA))
begin
	if(i_resetbFPGA == 0)
		mainclkby4 <= 0;
	else
		mainclkby4 <= ~mainclkby4;
end
always @(posedge(mainclkby4) or negedge(i_resetbFPGA))
begin
	if(i_resetbFPGA == 0)
		mainclkby8 <= 0;
	else
		mainclkby8 <= ~mainclkby8;
end
always @(posedge(mainclkby8) or negedge(i_resetbFPGA))
begin
	if(i_resetbFPGA == 0)
		mainclkby16 <= 0;
	else
		mainclkby16 <= ~mainclkby16;
end
always	@(posedge(mainclkby16) or negedge(i_resetbFPGA))
begin
	if(i_resetbFPGA == 0)
		count <= 0;
	else
	begin
		if(FPGAstate == sPROGRAM)
		begin
			if(count == 11)
				count <= count;
			else
				count <= count+1;
		end
		else
			count <= count;
	end
end
always @ (posedge(mainclkby16) or negedge(i_resetbFPGA))
begin
	if(i_resetbFPGA == 0)
		o_sclk <= 1;
	else
	begin
		if(FPGAstate == sPROGRAM)
		begin
			if (count >= 1 && count <= 10)
				o_sclk <= ~o_sclk;
			else
				o_sclk <= 1;
		end
		else
			o_sclk <= 1;
	end
end
always @ (negedge(o_sclk) or negedge(i_resetbFPGA))
begin
	if(i_resetbFPGA == 0)
		o_sdout <= 0;
	else
	begin
		if(FPGAstate == sPROGRAM)
		begin
			case(count)
			4'd2: o_sdout <= opcode_gainA1[0];
			4'd4: o_sdout <= opcode_gainA1[1];
			4'd6: o_sdout <= opcode_gainA2[0];
			4'd8: o_sdout <= opcode_gainA2[1];
			4'd10: o_sdout <= opcode_gainA2[2];
			default: o_sdout <= o_sdout;
			endcase
		end
		else
			o_sdout <= 0;
	end
end
endmodule
==> design/flow/run.sh <==
#!/bin/bash
# OpenROAD 26Q1-2900-gdf79404cd8, Yosys 0.63+post, stock flow scripts
make -C /OpenROAD-flow-scripts/flow DESIGN_CONFIG=/design/flow/config.mk WORK_HOME=/design/flow/orfs finish
==> design/flow/config.mk <==
export PLATFORM = sky130hd
export DESIGN_NAME = FPGA_model
export DESIGN_NICKNAME = FPGA_model
export VERILOG_FILES = /design/flow/design.v
export SDC_FILE = /design/flow/constraint.sdc
export NUM_CORES = 4
export LEC_CHECK = 1
export CORE_AREA = 10 10 72 72
export DIE_AREA = 0 0 82 82
==> design/flow/constraint.sdc <==
current_design FPGA_model

set clk_period 1.0
set clk_io_pct 0.2

create_clock -name clk0 -period $clk_period [get_ports {i_mainclk}]

set non_clock_inputs [all_inputs -no_clocks]
set_input_delay [expr $clk_period * $clk_io_pct] -clock clk0 $non_clock_inputs
set_output_delay [expr $clk_period * $clk_io_pct] -clock clk0 [all_outputs]
==> ds_physical_params.txt <==
Implementation parameters

Parameter                              Value

Final timing
  Sum of negative setup slack    0 ps
  Slack of the critical path    about 77 ps
  Register pins left without a clock    9
  Count of endpoints without a timing constraint    11
  Unrepaired setup endpoints after global routing    false
  Maximum clock rate    1084 MHz
  Final Setup Violations    0
  Shortest period the worst path allows    922.6 ps
  Cycle use final    92.26%
  Worst clock skew    between 1.5 and 2 ps
  Final hold violations    0
  Number of pins with negative max-slew slack in the final report    0

Clocking
  Library cell used as clock root buffer    clkbuf_8
  Buffers from clock root to sink, at most    2
  Clock slew at reported path FFs    30 ps
  Number of H-tree branching levels    1
  TritonCTS Buffers    3
  CTS tree    built
  Clock insertion delay at the later pin of the skew report    220 ps

Routing
  Total number of vias    362
  Antenna Violating Nets Remaining    0
  Wirelength per Cell    7.583 um
  Vias per Instance    3.352
  Final routed wirelength across all metal layers    819 um
  Initial DRC count    18
  First-pass detailed-route iteration total    3
  Number of antenna repair diodes    0
  Post-route DRC violation count    0

Cells and area
  Share of cells above drive strength 1    18.33%
  Most common cell after layout, fill and taps aside    dfrtp_1
  Final standard cell utilization of the core    20.25%
  Commonest non-fill, non-tap cells in the layout    dfrtp_1 (10), inv_1 (8), ha_1 (6), o21ai_0 (5)
  Final Cell Area    747.0 um2
  Area grow syn2layout    24.63%

Yosys
  Sequential fraction of the synthesis area    between 50% and 60%
  Yosys warning count    1
  Number of cell instances after yosys synthesis    52
  Area reported by Yosys stat    599.3 um2
  Netlist area before placement    approximately 600 um2
  Syn_area_per_cell    11.53 um2
  Share of Yosys cell area claimed by the top area cell type    between 40% and 50%
  Cell type with the largest total area after synthesis    dfrtp_1
  Count of mapped cells out of synthesis    ~52
  Number of distinct library cell variants in the gate-level netlist after synthesis    21
  Flop and latch count out of synthesis    13
  Top area cell types    dfrtp_1 (42%), ha_1 (13%), dfstp_2 (8.8%), inv_1 (5.0%), dfrtn_1 (4.2%)

Die
  IO Pins    6
  Core area    approximately 3700 um2
  Fp_density    16.25%
  Vertical die size    82 um
  Die x size    82 um
  Area enclosed by the die boundary    6724 um2
  Standard-cell row count    22

Outcome
  Run status    finished clean

Worst setup path
  Worst path required time    800 ps
  Depth of the worst register-to-register path    2
  Reg-to-reg startpoint    FPGAstate[2]$_DFF_PN0_
  Critical Path Start    o_resetbAll$_DFF_PN0_
  Capturing point of the worst reg2reg path    FPGAstate[2]$_DFF_PN0_
  Critical path depth in cells    1
  Crit-path cells    clkdlybuf4s15_1
  Reg-to-reg slack, setup    270 ps
  Maximum cell stage delay along the critical path    340 ps
  CP Buf/Inv Count    1
  CP Max Fanout    1
  Kind of cell adding the most delay to the critical path    flip-flops
  CP endpoint kind    primary output
  Crit path kind    reg2out
  Critical path capture point    o_resetbAll
  Highest-delay cell along the critical path    dfrtp_1
  Kind of start point of the critical path    flip-flop
  Arrival time reported for the critical path endpoint    720 ps

Place
  Worst-case setup slack after placement    roughly 45 ps
  Buffers added on ports    4
  Instance area after placement    701.9 um2
  Detailed placer's ending HPWL    approximately 690 um
  Routability congestion estimate from global placement    0.7658

Global route
  Gr usage total    under 10%
  Maximum number of pins on one net before global-route repair    10
  Number of global-route vias before repair    338
  Met3 Resource Use GR    0.6608%
  Number of antenna violations at the first check in global routing    0
  Total overflow reported by the global router    0
  Global routing met1 resource utilization    3.492%
  Met2 Usage GRT    3.448%
  Layer with the highest usage after global routing    met1
  Wire length of the first global-routing pass    approximately 1400 um

Run
  Tool warning count    31
  Max-cap check violation count    0

Power
  Worst voltage drop across the vdd grid    ~0.29 mV
  Total chip power    550.3 uW
  Leakage power summed over all cells    0.0003353 uW
  Pwr/cell area    736.7 nW/um2

Min path
  Worst Hold Class    in2async
## sequential cells by signal, indices dropped and copies added (netlist names)
signal and cells:
o_sdout 1, FPGAstate 2, count 4, mainclkby8 1
mainclkby2 1, o_sclk 1, mainclkby16 1, o_resetbAll 1
mainclkby4 1
## routing by layer
metal | vias to the layer above | share of wire, % | routed length (um)
met5 | - | 0 | 0
met4 | 0 | 3.3 | 27
met3 | 2 | 6.3 | 52
met2 | 10 | 40 | 327
met1 | 172 | 50 | 411
li1 | 178 | - | -
## repair_timing
action | CTS | global route
hold buffers | 0 | 0
cloned | 0 | 0
setup buffers | 0 | 0
gates resized | 1 | 1
pin swaps | 0 | 0
setup endpoints to repair | 1 | 1
## cells in the mapped netlist (all sizes together)
| library cell | count |
|---|---|
| dfrtp | 10 |
| inv | 8 |
| xnor2 | 2 |
| nor2 | 2 |
| mux2 | 2 |
| and2b | 1 |
| nand2 | 2 |
| or2 | 1 |
| nand4 | 2 |
| dfstp | 2 |
| ha | 6 |
| clkbuf | 1 |
| nand3b | 2 |
| o21ai | 5 |
| conb | 1 |
| and3b | 1 |
| dfrtn | 1 |
| a31oi | 1 |
| nor2b | 2 |
## cells by family after synthesis
group,count (synthesis),synth area share [%]
flip-flops,13,54.70
AND/OR/NAND/NOR,13,13.78
XOR/XNOR,2,2.923
multiplexers,2,4.383
AND-OR/OR-AND,6,5.219
buffers and inverters,9,5.845
adder cells (fa/ha/maj),6,12.53
other,1,0.6257
## worst min path at each step
stage / startpoint / end / cells past startpoint
global route: i_resetbFPGA / FPGAstate[2]$_DFF_PN0_ / 1
CTS: i_resetbFPGA / FPGAstate[2]$_DFF_PN0_ / 1
finish: i_resetbFPGA / FPGAstate[2]$_DFF_PN0_ / 1
## stage by stage
stage	std cells	hold WS [ps]
6_report	108	248.8
5_1_grt	108	280.6
4_1_cts	108	258.2
3_5_place_dp	104	407.0
3_3_place_gp	104	403.6
2_1_floorplan	52	-95.59
## where the power goes
| group | internal (uW) | switching [uW] |
|---|---|---|
| Clock | 272 | 84.2 |
| Combinational | 10.1 | 12.5 |
| Sequential | 169 | 1.82 |
| Total | 452 | 98.5 |
## cell type report
class	instances	area, um2
clock buffer	4	45.04
fill	399	2942
inverter	8	30.03
multi-input combinational	30	236.5
sequential	13	327.8
tap	48	60.06
timing repair buffer	5	47.55
No activity file was given, so power comes from the tool's default toggle rates.
